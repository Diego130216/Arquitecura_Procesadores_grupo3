--- flow/config.mk ---
export PLATFORM = sky130hd
export DESIGN_NAME = multiplicador
export DESIGN_NICKNAME = multiplicador
export VERILOG_FILES = /design/flow/design.v
export SDC_FILE = /design/flow/constraint.sdc
export NUM_CORES = 4
export LEC_CHECK = 1
export CORE_AREA = 10 10 111 111
export DIE_AREA = 0 0 121 121
--- flow/constraint.sdc ---
current_design multiplicador

set clk_period 3.5
set clk_io_pct 0.2

create_clock -name clk0 -period $clk_period [get_ports {clk}]

set non_clock_inputs [all_inputs -no_clocks]
set_input_delay [expr $clk_period * $clk_io_pct] -clock clk0 $non_clock_inputs
set_output_delay [expr $clk_period * $clk_io_pct] -clock clk0 [all_outputs]
--- flow/design.v ---
module multiplicador(
        input clk,
        input init,    
        input [2:0] MR, 
		input [2:0] MD, 
        output reg done,
		output reg [5:0] pp
    );
    reg sh;
    reg rst;
    reg add;
    reg [5:0] A;
    reg [2:0] B;
    wire z;
    reg [2:0] status;
    parameter START = 0, CHECK = 1, ADD = 2, SHIFT = 3, END1 = 4;
    initial begin
        status = START;
        rst = 1'b0;
        pp = 6'b0;
        A = 6'b0;
        B = 3'b0; 
    end
    always @(negedge clk) begin
	    case (status)
	        START: begin
	        	sh <= 1'b0;
	        	add <= 1'b0;
	        	if (init) begin
	        	    status <= CHECK;
	        	    done <= 1'b0;
	        	    rst <= 1'b1;
	        	end
	        end
	        CHECK: begin 
	        	done <= 1'b0;
	        	rst <= 1'b0;
	        	sh <= 1'b0;
	        	add <= 1'b0;
	        	status <= (B[0]==1)? ADD : SHIFT;
	        end
	        ADD: begin
	        	done <= 1'b0;
	        	rst <= 1'b0;
	        	sh <= 1'b0;
	        	add <= 1'b1;
	        	status <= SHIFT;
	        end
	        SHIFT: begin
	        	done <= 1'b0;
	        	rst <= 1'b0;
	        	sh <= 1'b1;
	        	add <= 1'b0;
	        	status <= (z==1)? END1 : CHECK;
	        end
	        END1: begin
	        	done <= 1'b1;
	        	rst <= 1'b0;
	        	sh <= 1'b0;
	        	add <= 1'b0;
	        	status <= START;
	        end
	        default: status <= START;
	    endcase 
    end 
    always @(posedge clk) begin
    	if (rst) begin
    		A <= {3'b000,MD};
    		B <= MR;
    	end
    	else begin 
    		if (sh) begin
    			A <= A << 1;
    			B <= B >> 1;
    		end
    	end
    end 
    always @(posedge clk) begin
    	if (rst) begin
    		pp <= 6'b0;
    	end
    	else begin 
    		if (add) begin
    		    pp <= pp + A;
    		end
    	end
    end
    assign z = (B==0)? 1'b1 : 1'b0;
endmodule
--- flow/run.sh ---
#!/bin/bash
# OpenROAD 26Q1-2900-gdf79404cd8, Yosys 0.63+post, stock flow scripts
make -C /OpenROAD-flow-scripts/flow DESIGN_CONFIG=/design/flow/config.mk WORK_HOME=/design/flow/orfs finish
==> impl_metrics.env <==
# implementation run metrics
export IMPL_run_status="finished, final reports clean"
export IMPL_crit_chain="dlygate4sd2_1"
export IMPL_synthesis_area_um2=1121
export IMPL_synthCells=102
export IMPL_drt_pre_antenna_iters=3
export IMPL_post_synth_and_or_nand_nor_area_fraction_pct=13.84
export IMPL_antenna_found_initial=0
export IMPL_worst_path_max_delay_cell="sky130_fd_sc_hd__edfxtp_1"
export IMPL_grt_overflow=0
export IMPL_slew_violations=0
export IMPL_synth_distinct_cells=34
export IMPL_number_of_non_filler_instances_in_the_completed_layout=256
export IMPL_total_leakage_power_uw=0.0005725
export IMPL_tightest_slew_ps=579.9
export IMPL_cts_root_buffer="sky130_fd_sc_hd__clkbuf_8"
export IMPL_worstPathRequired_ps=2800
export IMPL_yosysChipArea_um2=1121
export IMPL_remaining_drc_errors=0
export IMPL_rsz_0062_raised_after_global_routing="false"
export IMPL_first_global_vias=756
export IMPL_die_width_um=121
export IMPL_grt_start_max_net_pins=18
export IMPL_ctsHtreeMaxLevel=1
export IMPL_critical_path_arrival_ps=2650
export IMPL_dpl_hpwl_mm=1.744
export IMPL_route_final_wire_length_mm=2.157
export IMPL_final_setup_skew_ps=63.96
export IMPL_rrSetupSlack_ps=330
export IMPL_max_cap_viol_count=0
export IMPL_starting_drc_count_in_detailed_routing=22
export IMPL_core_area_um2=9864
export IMPL_yosysCellCount=102
export IMPL_worst_hold_path_class="reg -> reg"
export IMPL_tns_ps=0
export IMPL_synthTopLogicFamily="simple AND/OR/NAND/NOR gates"
export IMPL_cts_post_setup_buffers_inserted=0
export IMPL_place_gp_congestion=0.7947
export IMPL_cts_buffers_inserted=3
export IMPL_crit_path_max_fanout=1
export IMPL_drtAntennaViolNets=0
export IMPL_wire_length_of_the_first_global_routing_pass_mm=3.601
export IMPL_num_rows=36
export IMPL_post_synth_cell_area_avg_um2=10.99
export IMPL_initCoreUtil_pct=11.36
export IMPL_syn_to_final_growth_pct=32.48
export IMPL_p_per_area_nw_per_um2=833.7
export IMPL_clkSlewWorstSetupHoldPaths_ps=90
export IMPL_start_kind="flop"
export IMPL_die_h_um=121
export IMPL_number_of_sinks_driven_by_the_clock_tree=22
export IMPL_yosys_warn_count=1
export IMPL_port_buffers=14
export IMPL_worst_path_buf_inv=1
export IMPL_tritoncts="done"
export IMPL_muxShareOfSynthArea_pct=9.487
export IMPL_numSynthFlops=22
export IMPL_synth_compound_gate_area_share_pct=10.83
export IMPL_drive_above_1_share_pct=11.38
export IMPL_cts_path_max_buffers=2
export IMPL_worst_setup_path_class="reg -> out"
export IMPL_detail_routed_via_count_per_cell=3.004
export IMPL_floorplan_io_pins=15
export IMPL_fp_dieArea_um2=14640
export IMPL_cpPeakStageDelay_ps=340
export IMPL_synthAdderAreaFrac_pct=7.366
export IMPL_timing_critical_path_max_delay_family="flip-flops"
export IMPL_avgRoutedWirePerCell_um=8.426
export IMPL_worst_slew_margin_rel_pct=61.34
export IMPL_track_usage_pct=3.019
export IMPL_hold_violations=0
export IMPL_warning_count=32
export IMPL_antennaDiodeCount=0
export IMPL_number_of_placed_instances_taps_included=246
export IMPL_critical_path_endpoint_type="primary output"
export IMPL_finalSetupViolations=0
export IMPL_synth_yosys_seq_area_share_pct=50.89
export IMPL_worstSkewPairLatency_ps=320
export IMPL_ir_worst_vdd_mv=0.1543
export IMPL_vias=769
export IMPL_yosys_area_share_xor_xnor_pct=3.125
placed cells by master (no fill, tap or decap):
| cell type | synthesis | routed |
|---|---|---|
| sky130_fd_sc_hd__a211oi_1 | 1 | 1 |
| sky130_fd_sc_hd__nand2_1 | 7 | 7 |
| sky130_fd_sc_hd__a2111oi_0 | 1 | 1 |
| sky130_fd_sc_hd__o21ai_1 | 2 | 2 |
| sky130_fd_sc_hd__or2_2 | 1 | 1 |
| sky130_fd_sc_hd__mux2_2 | 5 | 5 |
| sky130_fd_sc_hd__mux2i_1 | 5 | 5 |
| sky130_fd_sc_hd__buf_4 | 0 | 3 |
| sky130_fd_sc_hd__o21ai_0 | 4 | 4 |
| sky130_fd_sc_hd__xor2_1 | 2 | 2 |
| sky130_fd_sc_hd__a21oi_2 | 1 | 1 |
| sky130_fd_sc_hd__a31oi_1 | 1 | 1 |
| sky130_fd_sc_hd__nor3b_1 | 1 | 1 |
| sky130_fd_sc_hd__nor3_1 | 1 | 1 |
| sky130_fd_sc_hd__xnor2_1 | 2 | 2 |
| sky130_fd_sc_hd__inv_1 | 5 | 11 |
| sky130_fd_sc_hd__dlygate4sd2_1 | 0 | 1 |
| sky130_fd_sc_hd__o311ai_0 | 1 | 1 |
| sky130_fd_sc_hd__a21o_1 | 1 | 1 |
| sky130_fd_sc_hd__nand3_1 | 2 | 2 |
| sky130_fd_sc_hd__a211o_1 | 1 | 1 |
| sky130_fd_sc_hd__nor2_1 | 12 | 12 |
| sky130_fd_sc_hd__clkbuf_8 | 0 | 3 |
| sky130_fd_sc_hd__clkdlybuf4s50_1 | 0 | 13 |
| sky130_fd_sc_hd__ha_1 | 5 | 5 |
| sky130_fd_sc_hd__fa_1 | 1 | 1 |
| sky130_fd_sc_hd__nand3b_1 | 1 | 1 |
| sky130_fd_sc_hd__nand4b_1 | 1 | 1 |
| sky130_fd_sc_hd__dfxtp_1 | 9 | 9 |
| sky130_fd_sc_hd__a311oi_2 | 1 | 1 |
| sky130_fd_sc_hd__or4_1 | 1 | 1 |
| sky130_fd_sc_hd__clkinv_1 | 0 | 1 |
| sky130_fd_sc_hd__a21oi_1 | 2 | 2 |
| sky130_fd_sc_hd__o211a_1 | 1 | 1 |
| sky130_fd_sc_hd__and2_1 | 5 | 5 |
| sky130_fd_sc_hd__edfxtp_1 | 13 | 13 |
cell families after synthesis:
family	Yosys count
buffers and inverters	11
adder cells (fa/ha/maj)	6
AND/OR/NAND/NOR	32
AND-OR/OR-AND	17
multiplexers	10
flip-flops	22
XOR/XNOR	4
cell type report:
type / count / area (µm²)
Clock inverter: 8 / 30.03
Multi-Input combinational cell: 69 / 500.5
Fill cell: 1072 / 8379
Clock buffer: 3 / 41.29
Tap cell: 133 / 166.4
Timing Repair Buffer: 17 / 161.4
Sequential cell: 22 / 570.5
Inverter: 4 / 15.01
cell usage after synthesis:
library cell | number | area [µm²]
sky130_fd_sc_hd__mux2_2 | 5 | 56.30
sky130_fd_sc_hd__ha_1 | 5 | 62.56
sky130_fd_sc_hd__o211a_1 | 1 | 10.01
sky130_fd_sc_hd__nor2_1 | 12 | 45.04
sky130_fd_sc_hd__a21oi_1 | 2 | 10.01
sky130_fd_sc_hd__dfxtp_1 | 9 | 180.2
sky130_fd_sc_hd__a211o_1 | 1 | 8.760
sky130_fd_sc_hd__nand4b_1 | 1 | 8.760
sky130_fd_sc_hd__nor3b_1 | 1 | 7.510
sky130_fd_sc_hd__xor2_1 | 2 | 17.52
sky130_fd_sc_hd__and2_1 | 5 | 31.28
sky130_fd_sc_hd__a311oi_2 | 1 | 15.01
sky130_fd_sc_hd__edfxtp_1 | 13 | 390.4
sky130_fd_sc_hd__o311ai_0 | 1 | 8.760
sky130_fd_sc_hd__nor3_1 | 1 | 5.000
sky130_fd_sc_hd__or2_2 | 1 | 6.260
sky130_fd_sc_hd__o21ai_1 | 2 | 10.01
sky130_fd_sc_hd__a211oi_1 | 1 | 7.510
sky130_fd_sc_hd__clkbuf_1 | 4 | 15.01
sky130_fd_sc_hd__o21ai_0 | 4 | 20.02
sky130_fd_sc_hd__or4_1 | 1 | 7.510
sky130_fd_sc_hd__a31oi_1 | 1 | 6.260
sky130_fd_sc_hd__buf_6 | 1 | 11.26
sky130_fd_sc_hd__mux2i_1 | 5 | 50.05
sky130_fd_sc_hd__inv_1 | 5 | 18.77
sky130_fd_sc_hd__a2111oi_0 | 1 | 8.760
sky130_fd_sc_hd__xnor2_1 | 2 | 17.52
sky130_fd_sc_hd__nand2_1 | 7 | 26.28
sky130_fd_sc_hd__buf_2 | 1 | 5.000
sky130_fd_sc_hd__nand3b_1 | 1 | 7.510
sky130_fd_sc_hd__nand3_1 | 2 | 10.01
sky130_fd_sc_hd__a21o_1 | 1 | 7.510
sky130_fd_sc_hd__a21oi_2 | 1 | 8.760
sky130_fd_sc_hd__fa_1 | 1 | 20.02
stage by stage:
stage / utilization, % / setup slack (ps) / area, µm² / hold slack (ps) / power, µW
finish: 15.06 / 153.2 / 1485 / 500.2 / 1238
global placement: 14.38 / 31.23 / 1419 / 487.5 / 1071
global route: 15.06 / 114.1 / 1485 / 555.1 / 1352
CTS: 15.06 / 136.2 / 1485 / 507.2 / 1261
floorplan: - / 449.6 / 1121 / 447.1 / 913.7
detailed placement: 14.38 / 24.43 / 1419 / 493.6 / 1082
metal layers:
layer	track usage [%]	vias to the layer above	wire, µm
met4	0.3017	0	0
met1	3.796	354	1012
met5	0	-	0
met3	1.039	0	108
li1	-	407	-
met2	5.068	8	1036
report_power, final:
part           switching [µW]  leakage [µW]  internal, µW
clock network            98.3     0.0000604          88.7
logic                     210      0.000300           267
registers                 135      0.000212           440
total                     443      0.000573           795
final timing paths:
| kind | endpoint | start | cells after the start |
|---|---|---|---|
| min | pp[4] | pp[4] | 2 |
| min reg2reg | pp[4] | pp[4] | 2 |
| max | done | done | 1 |
| max reg2reg | pp[3] | rst | 2 |
flip-flops by register name, summed over array words and instances (netlist names):
register  flops
status        3
pp            6
add           1
done          1
rst           1
B             3
sh            1
A             6
repair_timing:
action / CTS / global route
endpoints found under the setup margin: 1 / 0
gates resized: 1 / 0
hold buffers: 0 / 0
Power figures rest on the tool's default switching activity, not on a simulated workload.
