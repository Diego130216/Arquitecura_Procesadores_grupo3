==> design.v <==
module sum1b(
        input A, 
        input B, 
        input Ci,
        output Cout,
        output Sum
    );
    reg [1:0] result;
    assign Sum = result[0];
    assign Cout = result[1];
    always@(*) begin
      result = A+B+Ci;
    end
  endmodule
module sum4b (
        input  [3:0] A,
        input  [3:0] B,
        output      Cout,
        output [3:0] Sum
    );
  wire c1,c2,c3;
  wire c_out; 
  sum1b s0 (.A(A[0]), .B(B[0]), .Ci(1'b0),  .Cout(c1) ,.Sum(Sum[0]));
  sum1b s1 (.A(A[1]), .B(B[1]), .Ci(c1), .Cout(c2) ,.Sum(Sum[1]));
  sum1b s2 (.A(A[2]), .B(B[2]), .Ci(c2), .Cout(c3) ,.Sum(Sum[2]));
  sum1b s3 (.A(A[3]), .B(B[3]), .Ci(c3), .Cout(Cout) ,.Sum(Sum[3]));
endmodule
==> run.sh <==
#!/bin/bash
# OpenROAD 26Q1-2900-gdf79404cd8, Yosys 0.63+post, stock flow scripts
make -C /OpenROAD-flow-scripts/flow DESIGN_CONFIG=/design/flow/config.mk WORK_HOME=/design/flow/orfs finish
==> config.mk <==
export PLATFORM = sky130hd
export DESIGN_NAME = sum4b
export DESIGN_NICKNAME = sum4b
export VERILOG_FILES = /design/flow/design.v
export SDC_FILE = /design/flow/constraint.sdc
export NUM_CORES = 4
export LEC_CHECK = 1
export CORE_AREA = 10 10 70 70
export DIE_AREA = 0 0 80 80
==> constraint.sdc <==
current_design sum4b

set clk_period 2.6
set clk_io_pct 0.2

create_clock -name clk0 -period $clk_period

set non_clock_inputs [all_inputs -no_clocks]
set_input_delay [expr $clk_period * $clk_io_pct] -clock clk0 $non_clock_inputs
set_output_delay [expr $clk_period * $clk_io_pct] -clock clk0 [all_outputs]
==> job_summary.md <==
### Flow metrics

| Metric | Value |
|---|---|
| Result of the run | finished clean |
| Sw Ratio | 0.326 |
| Total power divided by cell area | 144 nW/um2 |
| Synth Area in Compound Gates | 0 |
| Ordered list of cells on the worst path | dlygate4sd2_1 -> inv_2 -> fa_2 -> inv_2 -> fa_2 -> inv_2 -> fa_1 -> inv_1 -> buf_2 |
| Number of standard cells reported by yosys | 18 |
| Kind of launch point of the worst setup path | input pin |
| Post-Synthesis Cell Area | 140 um2 |
| Ant diodes | 0 |
| Remaining routing DRC violations | 0 |
| Part of the total power dissipated in sequential elements | 0 |
| Detailed-route vias per instance | about 1.6 |
| Most numerous logic cell after layout | sky130_fd_sc_hd__clkdlybuf4s50_1 |
| Detailed-placement wirelength estimate | 389 um |
| Sequential fraction of the synthesis area | 0 |
| Count of mapped cells out of synthesis | 18 |
| Synthesis warning total | 1 |
| Endpoints failing setup | 0 |
| Via count of the first global-routing pass | 131 |
| Area of the core region | between 3000 and 4000 um2 |
| CP Capture Point | Sum[3] |
| Layout cell share with drive strength beyond 1 | 0.407 |
| Number of pins exceeding their max-slew limit in the final report | 0 |
| Top logic family | adder cells |
| Initial core utilization | 0.0410 |
| Highest attainable clock frequency | 398 MHz |
| # IOs | 13 |
| Switching power total | about 0.014 mW |
| Capturing element type of the critical path | output pin |
| Multiplexer area fraction after synthesis | 0 |
| Vias post-DR | approximately 110 |
| Worst hold-check slack | between 1500 and 2000 ps |
| Leakage power total | 0.139 nW |
| Post-CTS setup buffer count | 0 |
| Synth Area in Simple Gates | 0 |
| Number of fill cells | 404 |
| Top logic cells by instance count in the layout | sky130_fd_sc_hd__clkdlybuf4s50_1, sky130_fd_sc_hd__inv_1, sky130_fd_sc_hd__inv_2 |
| Final worst path period share | 0.966 |
| Hold Fails Final Rpt | 0 |
| Placer Congestion | between 0.7 and 0.8 |
| Chip footprint | 6400 um2 |
| Violation count after the first detailed-route iteration | 0 |
| Total length of routed wires | 420 um |
| Final worst slack | 87.2 ps |
| Iteration count of the initial detailed-routing pass | 1 |
| Area fraction in full adders, half adders and majority gates | 0.518 |
| Hold crit path type | input pin to output pin |
| Worst EP arrival | between 1500 and 2000 ps |
| Setup Crit Path Kind | input pin to output pin |
| Antenna viol nets, final | 0 |
| Finished Cell Area | 308 um2 |
| Number of clock buffers in the layout | 0 |
| Number of logged tool warnings | 32 |
| All-layer global routing usage | 0.0134 |
| Sequential cell area | 0 um2 |
| Avg Inst Size Synth | between 7 and 8 um2 |
| Global route overflow | 0 |
| Wire length of the first global-routing pass | 696 um |
| Max incr delay on CP | 470 ps |
| Startpoint of the worst setup timing path | B[1] |
| XOR/XNOR Fraction of Synth Area | 0 |
| Maximum number of pins on one net before global-route repair | 2 |
| FFs & Latches | 0 |
| Clk pwr share | 0 |
| Transition time at the pin with the least slew margin | 104 ps |
| Number of port buffers | 13 |
| Final total power | 0.0443 mW |
| Min-delay src | B[0] |
| Final critical-path required period | 2510 ps |
| Crit-path slowest cell | sky130_fd_sc_hd__fa_1 |
| Placed inst area | 298 um2 |
| Max_cap viols | 0 |
| Area of the synthesized netlist per yosys stat | approximately 140 um2 |
| Routed wirelength normalized by instance count | 5.75 um |
| Cell with the most instances on the worst path | sky130_fd_sc_hd__inv_2 |
| Height of the die | 80 um |
| Internal | about 0.030 mW |
| Die width | 80 um |
| Top fanout value on the critical path | 1 |
| Maximum resistive drop on vdd | 0.0118 mV |
| Number of cell rows | 21 |
| Setup repair after global routing missed its margin | false |
| Area growth from synthesis to final layout | 120% |
| Minimum setup slack after placement | -730 ps |
| Worst relative slew slack | 0.931 |
| Combinational group share of total power | 1.000 |
| CP Data Required Time | about 2100 ps |
| Initial antenna violation count | 0 |
| Count of distinct cell types in the synthesized netlist | 4 |
area by class of cell:
type               instances  area [um2]  area share
well taps                 46        57.6       0.187
repair buffers            13         123       0.398
inverters                 10        37.5       0.122
multi-input cells          4        90.1       0.293
cell families after synthesis:
kind of cell  after synthesis
buf+inv                    14
fa+ha+maj                   4
stage by stage:
step	setup TNS, ps	cells	util
after floorplan	0	18	-
after global placement	-1820	73	0.0872
after detailed placement	-1780	73	0.0872
after CTS	0	73	0.0894
after global routing	0	73	0.0901
final	0	73	0.0901
per-layer routing:
layer | global-route usage | part of all wire | vias up
li1 | - | - | 59
met1 | 0.0172 | 0.42 | 47
met2 | 0.0209 | 0.41 | 8
met3 | 0.00682 | 0.17 | 0
met4 | 0 | 0 | 0
met5 | 0 | 0 | -
power groups by stage:
stage         clock network, mW  logic [mW]  registers (mW)
CTS                           0      0.0476               0
global route                  0      0.0537               0
finish                        0      0.0443               0
critical path: cells and delay by family:
kind       cells  cell delay (ps)
fa+ha+maj      3              990
buf+inv        6              470
synth_stat cells, drive strengths merged:
library cell	count	share of area
inv	10	0.27
buf	4	0.21
fa	3	0.43
ha	1	0.089
how the worst min path moves through the flow:
stage	endpoint	slack (ps)	cells after the start
finish	Sum[0]	1680	3
global route	Sum[0]	1710	3
CTS	Sum[0]	1690	3
what timing repair did:
item                                    4_1_cts  5_1_grt
endpoints found under the setup margin        4        3
endpoints found under the hold margin         0        0
gates resized                                23        2
pin swaps                                     4        3
hold buffers                                  0        0
Power figures rest on the tool's default switching activity, not on a simulated workload.
